<file path="flow/config.mk">
export PLATFORM = sky130hd
export DESIGN_NAME = pipelined_adder
export DESIGN_NICKNAME = pipelined_adder
export VERILOG_FILES = /design/flow/design.v
export SDC_FILE = /design/flow/constraint.sdc
export NUM_CORES = 4
export LEC_CHECK = 1
export CORE_AREA = 10 10 86 86
export DIE_AREA = 0 0 96 96
</file>
<file path="flow/constraint.sdc">
current_design pipelined_adder

set clk_period 2.5
set clk_io_pct 0.2

create_clock -name clk0 -period $clk_period [get_ports {clk}]

set non_clock_inputs [all_inputs -no_clocks]
set_input_delay [expr $clk_period * $clk_io_pct] -clock clk0 $non_clock_inputs
set_output_delay [expr $clk_period * $clk_io_pct] -clock clk0 [all_outputs]
</file>
<file path="flow/design.v">
module pipelined_adder #(parameter N=8, STAGES=2) (
    input clk,
    input reset,
    input [N-1:0] A,
    input [N-1:0] B,
    input Cin,
    output reg [N-1:0] Sum,
    output reg Cout
);
    reg [N/2-1:0] sum_low;
    reg carry_mid;
     reg [N/2-1:0] sum_high;
    reg carry_out;
    always @(posedge clk or posedge reset) begin
        if(reset) begin
            sum_low <= 0;
            carry_mid <= 0;
            sum_high <= 0;
            carry_out <= 0;
            Sum <= 0;
            Cout <= 0;
        end else begin
            {carry_mid, sum_low} <= A[N/2-1:0] + B[N/2-1:0] + Cin;
            {carry_out, sum_high} <= A[N-1:N/2] + B[N-1:N/2] + carry_mid;
            Sum <= {sum_high, sum_low};
            Cout <= carry_out;
        end
    end
endmodule
</file>
<file path="flow/run.sh">
#!/bin/bash
# OpenROAD 26Q1-2900-gdf79404cd8, Yosys 0.63+post, stock flow scripts
make -C /OpenROAD-flow-scripts/flow DESIGN_CONFIG=/design/flow/config.mk WORK_HOME=/design/flow/orfs finish
</file>
==> results.txt <==
Implementation results are summarized by area below.

Critical path
The critical path in this run is classified as primary input to flip-flop. The buffers plus inverters on the worst setup path is 2. The cell type group with the largest total delay on the critical path is adder cells.

The endpoint type of the worst setup path is a flip-flop. The maximum single-stage delay on the critical path is 0.45 ns. The most common cell type on the critical path is sky130_fd_sc_hd__fa_1. The critical path arrival is just under 2 ns. Traced cell by cell, the critical path runs through clkdlybuf4s50_1, fa_1, inv_1, fa_1, nor2b_1, o21ai_0, nand2b_1. According to the timing report, the data required time at the worst endpoint equals ~2.6 ns. The category of the worst setup path launch point is a primary input. The cell at the slowest stage of the critical path is sky130_fd_sc_hd__fa_1. The report shows a maximum critical-path fanout of 2.

Min path
The min-delay analysis places its worst path in the category flip-flop to flip-flop.

Synthesis
Counting every instance in the synthesized netlist gives 52. A synthesized cell averages 14.7 µm². For this run, the number of Yosys warnings is 1. The yosys-reported design area after synthesis is 767 µm². The top cell type by total area after synthesis is sky130_fd_sc_hd__dfrtp_1. The unique cell type count in the Yosys netlist is 10.

The top cell type by area accounts for around three fifths of the synthesized area. The flop and latch count out of synthesis is 19. Yosys attributes the largest share of cell area to sky130_fd_sc_hd__dfrtp_1 62%, sky130_fd_sc_hd__fa_1 10%, sky130_fd_sc_hd__ha_1 9.8%, sky130_fd_sc_hd__xnor2_1 4.6%, sky130_fd_sc_hd__inv_1 4.4%.

The share of synthesized area occupied by flip-flops and latches is 62.0%. The number of cells in Yosys stat is 52. The cell area after synthesis is 767 µm².

STA
The hold violation total from the final report is 0. Counting pins that exceed their max-slew limit in the final report gives 0. The highest clock rate this design can be run at is roughly 550 MHz.

Setup repair after global routing left no endpoint under its margin. The period utilization is between 70 and 80%. At the pin with the least slew margin, the transition time is about 0.67 ns. The final report lists the setup-violating endpoint count as 0. The post-route minimum period is 1.83 ns. The setup slack after layout is 0.670 ns. The sum of negative setup slack is 0 ns.

Measured against its own limit, the worst slew margin works out to a little under three fifths. Across the routed clock network, the largest skew measured is around 0.00083 ns.

Cells and area
Leaving out fill and tap cells, the most frequent cells in the layout are 27 x sky130_fd_sc_hd__clkdlybuf4s50_1, 19 x sky130_fd_sc_hd__dfrtp_1, 9 x sky130_fd_sc_hd__inv_1, 6 x sky130_fd_sc_hd__ha_1. Relative to the synthesized area, the layout overhead comes to 52.9%. The most frequent logic cell in the layout is sky130_fd_sc_hd__clkdlybuf4s50_1. In the final layout, the share of cells above drive strength 1 is 6.02%. Cells fill 21.2% of the core in the end.

Clocking
Per the CTS log, the root buffer master is sky130_fd_sc_hd__clkbuf_8. Buffers added to address setup during post-CTS repair amount to 0. The deepest clock path buffer count is 2. Looking at the clock tree report, the H-tree level count equals 1.

The number of hold buffers added after CTS is 0. TritonCTS reports the number of clock sinks as 19. The cell resize tally after clock tree synthesis is 0. TritonCTS built the clock tree. On the reported timing paths, the clock transition at the registers reads 0.06 ns. The CTS report gives the tree buffer count as 3. Clock latency on the worst-skew pair, taken at its later pin, is around 0.24 ns.

Power
The power report shows net switching accounting for roughly a fifth of the total. The reported net switching power is 0.000144 W. The largest vdd supply drop is slightly below 0.2 mV.

The cell leakage power is 0.516 nW. Internal power comes to 0.000576 W. The power per standard cell area is 614 nW/µm².

The share of total power in combinational logic is 20.0%. Sequential cells burn around 52% of the power. The fraction of power consumed by the clock network is 27.6%.

Drt
The total DRC errors in the routed layout is 0. The violation count after the first detailed-routing iteration is roughly 48. The overall via count from detail_route is 413. Dividing the detail-routed wire length by the instance count gives 9.55 µm. For this run, the script counts the antenna cells in the layout as 0. The sum of routed wire length over all layers is about 1500 µm.

According to the report, the first pass of detailed routing completed in 3 iterations. Per the detail_route report, vias per standard cell equal 2.66. Nets still carrying antenna violations after routing amount to 0.

Floorplan
28 I/O pins were placed. The number of cell rows is 27. According to the floorplan report, the total die area is ~9200 µm².

Measured along the x axis, the die boundary spans around 96 µm. The placeable core region is between 5000 and 6000 µm². The vertical die dimension is between 90 and 100 µm.

At the floorplan stage, the core utilization is reported as ~14%.

Placed design
The placement-stage worst setup slack is around 0.40 ns. Note, the detailed placer reported a final HPWL of about 1300 µm. The placer's final routability congestion estimate is about 0.75. The number of port buffers is 27.

Global route
The wire length of the first global-routing pass is ~2400 µm. Global routing consumed, over all layers together, 3.35% of the routing resources. The pin count of the biggest net entering global routing is 20. The number of global-route vias before repair is ~500. The final global-route overflow total is 0. The number of antenna violations at the first check in global routing came to 0.

Job
The reported max-cap violation count is 0. The OpenROAD warning count is 25.

Run status
The flow ran to the end, and the final reports show no timing, DRC or antenna violations.
-- final cells by class --
type	count	area (µm²)
Fill cell	587	4370
Sequential cell	19	475
Timing Repair Buffer	27	270
Multi-Input combinational cell	24	258
Tap cell	72	90.1
Clock buffer	4	45.0
Inverter	9	33.8
-- logic make-up after synthesis --
family | share of synthesized area [%]
DFF | 62.0
adders and majority gates | 20.2
buffers and inverters | 4.40
AOI/OAI and AO/OA | 5.55
xor gates and xnor gates | 4.57
and+or+nand+nor | 3.26
-- state kept, by name, indices dropped and copies added (netlist names) --
signal,flops
sum_high,4
Cout,1
sum_low,4
carry_out,1
Sum,8
carry_mid,1
-- worst register-to-register path, cell delays in order, from the launching register on --
cell,delay [ns]
sky130_fd_sc_hd__dfrtp_1,0.37
sky130_fd_sc_hd__fa_1,0.39
sky130_fd_sc_hd__inv_1,0.09
sky130_fd_sc_hd__fa_1,0.21
sky130_fd_sc_hd__nor2b_1,0.06
sky130_fd_sc_hd__o21ai_0,0.14
sky130_fd_sc_hd__nand2b_1,0.07
-- metrics by stage --
stage	cell area, µm²	cells	hold WS [ns]	power [W]
after floorplan	767	52	0.331	0.000428
after global placement	1130	151	0.335	0.000529
after global routing	1170	155	0.365	0.000768
final	1170	155	0.347	0.000720
after CTS	1170	155	0.349	0.000735
after detailed placement	1130	151	0.335	0.000533
-- path summary, 6_finish.rpt --
| path | slack, ns | cells after the start | startpoint | end |
|---|---|---|---|---|
| setup reg to reg | 1.06 | 6 | carry_mid | carry_out |
| max in group asynchronous | 1.41 | 2 | reset | Sum[7] |
| setup / recovery | 0.67 | 7 | A[4] | carry_out |
| hold / removal | 0.35 | 0 | sum_low[2] | Sum[2] |
| min in group asynchronous | 0.66 | 2 | reset | sum_low[0] |
| hold reg to reg | 0.35 | 0 | sum_low[2] | Sum[2] |
-- metal layers --
layer	up-vias	global-route usage [%]	share of wire, %	routed length (µm)
li1	220	-	-	-
met2	20	4.43	40	587
met3	2	2.20	15	229
met5	-	0	0	0
met4	0	1.23	2.7	40
met1	171	4.28	42	622
-- power groups by stage --
stage	Sequential (W)	Combinational (W)	Clock (W)
4_1_cts	0.000378	0.000150	0.000207
5_1_grt	0.000384	0.000164	0.000220
6_report	0.000377	0.000144	0.000199
-- cell usage after synthesis, drive strengths merged --
library cell,n
dfrtp,19
inv,9
ha,6
fa,4
xnor2,4
a21o,2
a21oi,2
nand2b,2
nor2b,2
o21ai,2
Power figures rest on the tool's default switching activity, not on a simulated workload.
