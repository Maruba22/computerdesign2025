## flow/design.v

```verilog
module full_adder (
    input A,
    input B,
    input Cin,
    output Sum,
    output Cout
);
    assign Sum = A ^ B ^ Cin;                     
    assign Cout = (A & B) | (B & Cin) | (A & Cin);  
endmodule
module ripple_carry_adder #(parameter N = 4) (
    input  [N-1:0] A,
    input  [N-1:0] B,
    input          Cin,
    output [N-1:0] Sum,
    output         Cout
);
    wire [N:0] carry;
    assign carry[0] = Cin;
    genvar i;
    generate
        for (i=0; i < N; i=i+1) begin : full_adders
            full_adder fa (
                .A(A[i]),
                .B(B[i]),
                .Cin(carry[i]),
                .Sum(Sum[i]),
                .Cout(carry[i+1])
            );
        end
    endgenerate
    assign Cout = carry[N];
endmodule
```

## flow/run.sh

```bash
#!/bin/bash
# OpenROAD 26Q1-2900-gdf79404cd8, Yosys 0.63+post, stock flow scripts
make -C /OpenROAD-flow-scripts/flow DESIGN_CONFIG=/design/flow/config.mk WORK_HOME=/design/flow/orfs finish
```

## flow/config.mk

```make
export PLATFORM = sky130hd
export DESIGN_NAME = ripple_carry_adder
export DESIGN_NICKNAME = ripple_carry_adder
export VERILOG_FILES = /design/flow/design.v
export SDC_FILE = /design/flow/constraint.sdc
export NUM_CORES = 4
export LEC_CHECK = 1
export CORE_AREA = 10 10 70 70
export DIE_AREA = 0 0 80 80
```

## flow/constraint.sdc

```tcl
current_design ripple_carry_adder

set clk_period 2.9
set clk_io_pct 0.2

create_clock -name clk0 -period $clk_period

set non_clock_inputs [all_inputs -no_clocks]
set_input_delay [expr $clk_period * $clk_io_pct] -clock clk0 $non_clock_inputs
set_output_delay [expr $clk_period * $clk_io_pct] -clock clk0 [all_outputs]
```

==> out/results.txt <==
N_diodes - 0
Avg Inst Size Synth - 8.20 sq um
Tool Warnings - 34
Tmin final - 2.83 ns
Share of layout cells above drive strength 1 - 0.500
Initial detailed-routing violation count - 0
DR pass1 iterations - 1
Cells after Synth - 18
Area share, top type - 0.542
Fin. Hold Viols - 0
Startpoint Class - primary input
Chip area - 6400 sq um
Initial antenna violation count - 0
Die width - 80 microns
Register area - 0 sq um
Worst path required time - 2.32 ns
Yosys Warn Count - 0
Cell Area, Synth - 148 sq um
Clock buffer count - 0
Post-synth seq share - 0
Initial core utilization - 0.0432
Synth-to-layout area growth - 124%
Fillers - 413
Total power - 51.5 uW
Worst-margin pin slew - 0.0957 ns
Largest net degree at the start of global routing - 2
Post-synthesis cell type count - 3
Worst VDD drop - 0.0000571 V
Top post-synthesis cells by count - 10 x inv_1, 4 x buf_4, 4 x fa_1
Hold_sp - B[0]
Vias - 124
CP Max Fanout - 1
Setup violation total in the final timing report - 0
Yosys synthesis chip area - 148 sq um
Worst hold path class - in2out
Status - finished clean
First-pass GRT wire length - 662 microns
Tcrit/Tclk final - 0.974
Vias in the first global route - 137
Power per cell area - 156 nW/um^2
Most frequent cell after synthesis - inv_1
CP Data Arrival Time - 2.25 ns
Row cnt - 21
Core Area - 3420 sq um
Post-CTS Hold Buffers - 0
Ys cells - 18
Fmax - 354 MHz
Leak Pwr - 0.000142 uW
Setup bufs post-CTS - 0
Wire per inst - 5.65 microns
Max-slew violations - 0
Total congestion overflow - 0
End point of the critical path - Sum[3]
Logic area - 90.1 sq um
Total of max-cap violations - 0
DRC - 0
Drt via density - 1.68
Largest area contributor in the synthesized netlist - fa_1
Final GP Congestion - 0.790
RSZ-0062 raised after global routing - yes
Crit end category - primary output
Seq cells - 0
Total GRT Usage - 0.0130
Worst Setup SP - Cin
Die height - 80 microns
Detailed Place HPWL - 414 microns
Post-route ant nets - 0
Buffers on Ports - 14
Crit Path Class - in2out
Headroom to the max-slew limit - 0.936
Top cells, area - fa_1 54%, inv_1 25%, buf_4 20%
Detailed Route WL - 418 microns
Top Ports - 14
Util after Layout - 0.0967
## repair_timing
action	in CTS	in global routing
pin swaps	4	4
endpoints found under the setup margin	4	1
gates resized	29	3
## metrics by stage
step / cell area, sq um / std cells / TNS, ns / hold WS (ns) / setup WS, ns
6_report: 330 / 74 / 0 / 1.91 / 0.0742
5_1_grt: 330 / 74 / -0.0135 / 1.93 / -0.0135
4_1_cts: 318 / 74 / -0.0112 / 1.92 / -0.0112
3_5_place_dp: 315 / 74 / -1.78 / 2.21 / -0.760
3_3_place_gp: 315 / 74 / -1.66 / 2.20 / -0.717
2_1_floorplan: 148 / 18 / 0 / 1.38 / 0.163
## logic make-up after synthesis
| group | Yosys count | synth area share |
|---|---|---|
| buffers and inverters | 14 | 0.458 |
| adder cells (fa/ha/maj) | 4 | 0.542 |
## area by class of cell
cell class,count,share of cell area
repair buffers,14,0.424
multi-input cells,4,0.273
well taps,46,0.174
inverters,10,0.129
## where the power goes
group,switching (uW),leakage [uW],internal [uW]
logic,16.7,0.000142,34.8
clock network,0,0,0
registers,0,0,0
total,16.7,0.000142,34.8
## layer usage
metal | vias to the layer above | track usage | wire length (microns)
met1 | 50 | 0.0208 | 237
met3 | 0 | 0.00682 | 89
met4 | 0 | 0 | 0
li1 | 60 | - | -
met2 | 14 | 0.0152 | 91
met5 | - | 0 | 0
## how the worst min path moves through the flow
stage,to,slack (ns),cells after the start
4_1_cts,Sum[0],1.92,5
5_1_grt,Sum[0],1.93,5
6_report,Sum[0],1.91,5
## worst max-delay path, stage by stage
cell	delay (ns)
buf_6	0.09
inv_4	0.04
fa_2	0.19
inv_2	0.04
fa_2	0.35
fa_2	0.34
inv_2	0.06
fa_2	0.42
inv_2	0.06
buf_6	0.08
## layout by cell type (no fill, tap or decap)
master           instances
inv_4                    2
fa_2                     4
inv_2                    4
inv_1                    4
dlygate4sd2_1            4
buf_6                    4
clkdlybuf4s50_1          6
Power and IR drop assume default switching activity.
