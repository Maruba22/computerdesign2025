<file path="./config.mk">
export PLATFORM = sky130hd
export DESIGN_NAME = carry_lookahead_adder
export DESIGN_NICKNAME = carry_lookahead_adder
export VERILOG_FILES = /design/flow/design.v
export SDC_FILE = /design/flow/constraint.sdc
export NUM_CORES = 4
export LEC_CHECK = 1
export CORE_AREA = 10 10 70 70
export DIE_AREA = 0 0 80 80
</file>
<file path="./design.v">
module carry_lookahead_adder #(parameter N=4) (
    input  [N-1:0] A,
    input  [N-1:0] B,
    input          Cin,
    output [N-1:0] Sum,
    output         Cout
);
    wire [N-1:0] G, P;   
    wire [N:0] C;       
    assign G = A & B;        
    assign P = A ^ B;        
    assign C[0] = Cin;
    genvar i;
    generate
        for(i=0; i<N; i=i+1) begin : carry_calc
            assign C[i+1] = G[i] | (P[i] & C[i]);
        end
    endgenerate
    assign Sum = P ^ C[N-1:0];  
    assign Cout = C[N];
endmodule
</file>
<file path="./run.sh">
#!/bin/bash
# OpenROAD 26Q1-2900-gdf79404cd8, Yosys 0.63+post, stock flow scripts
make -C /OpenROAD-flow-scripts/flow DESIGN_CONFIG=/design/flow/config.mk WORK_HOME=/design/flow/orfs finish
</file>
<file path="./constraint.sdc">
current_design carry_lookahead_adder

set clk_period 5.0
set clk_io_pct 0.2

create_clock -name clk0 -period $clk_period

set non_clock_inputs [all_inputs -no_clocks]
set_input_delay [expr $clk_period * $clk_io_pct] -clock clk0 $non_clock_inputs
set_output_delay [expr $clk_period * $clk_io_pct] -clock clk0 [all_outputs]
</file>
==> results.txt <==
impl run done, here's what came out: residual DRC count=0, layout cells sized above 1=0, DRT Pass-1 Iters=1, Leak=0.137 nW, crit path cell chain=clkdlybuf4s50_1, inv_1, fa_1, inv_1, fa_1, fa_1, inv_1, fa_1, inv_1, clkdlybuf4s50_1, gr ovfl total=0, Worst Path Max Fanout=1, Hold Path Stages=5, Synth cell types=2, hold_sp=B[3], yosys stat area=118 sq um, initial antenna violation count=0, largest net degree at the start of global routing=2, Post-DP HPWL=437 microns, worst-margin pin slew=0.104 ns, Port Buffer Count=14, worst rel slew slack=0.931, wire per inst=5.85 microns, Critical-path top delay cell=clkdlybuf4s50_1, Top cell excl fill/tap=clkdlybuf4s50_1, I/O Pins=14, Cell Area, Synth=118 sq um, Cell Rows=21, Flop area=0 sq um, area grow syn2layout=168%, Top cells excl fill/tap=clkdlybuf4s50_1 (14), inv_1 (10), fa_1 (4), WHS Endpoint=Cout, CP max stage delay=0.46 ns, synth warn=0, nature of the critical path startpoint=input pin, die area=6400 sq um, syn avg cell area=8.40 sq um, RSZ-0062 raised after global routing=false, sequential area share after synthesis=0, HP Class=in -> out, ant diodes=0, met1 usage=0.0174, Tcrit/Tclk final=0.891, status=complete, no violations, Max Cap Violations=0, Final ANT Viol Nets=0, Synth Area in Simple Gates=0, DRT Wirelength=433 microns, Setup Fix Bufs, Post-CTS=0, M2 GR Usage=0.0169, post-cts hold buffer count=0, filler instances=396, Non-Filler Instances=74, M3 GR Usage=0.00795, Worst EP arrival=3.46 ns, CP endpoint kind=output port, setup violators final=0, DRT iter0 DRCs=0, adder share=0.681, Tmin final=4.46 ns, first-pass GRT wire length=621 microns, fin. max-slew vios=0, post-CTS sizing=0, core area=3420 sq um, ys cells=14, Syn Inst Count=14, vias=125, Die Y=80 microns, vias in the first global route=132, clock buffer count=0, Vias/cell=1.69, Power Density=90.7 nW/um^2, Inst Count DP=74, GR peak layer=met1, Synth logic family=adder cells, Mux area share=0, Tool Warnings=32, final setup TNS=0 ns, seq_cells=0, Final Wtd Congestion=0.782, post-synthesis compound-gate area fraction=0, FMAX=0.224 GHz, Max VDD drop=0.0306 mV, floorplan core density=0.0344, GRT Total Usage=0.0125, chip width=80 microns, Worst Path Class, Setup=in -> out, Worst Path Required=4.00 ns, XORs/XNORs by Area=0, Final Hold Vio Count=0
[cell usage after synthesis]
library cell | number | area, sq um
inv_1 | 10 | 37.5
fa_1 | 4 | 80.1
[report_power, final]
part / internal (mW) / switching, mW / total, mW
clock: 0 / 0 / 0
sequential: 0 / 0 / 0
combinational: 0.0206 / 0.00796 / 0.0286
[kinds of logic after synthesis]
group	Yosys count
adder cells (fa/ha/maj)	4
buffers and inverters	10
[worst max path at each step]
stage / start / endpoint / depth (start not counted)
final: A[0] / Sum[3] / 10
after global routing: A[0] / Sum[3] / 10
after CTS: B[0] / Sum[3] / 10
[worst max-delay path, delay by kind of cell]
family,cells,cell delay (ns)
buffers and inverters,6,1.12
adder cells (fa/ha/maj),4,1.34
[through the flow]
step           total power, mW  cell area [sq um]  worst slack, ns  hold slack, ns    util
2_1_floorplan          0.00523                118             1.52            2.11       -
3_3_place_gp            0.0289                315            0.541            3.04  0.0923
3_5_place_dp            0.0298                315            0.490            3.07  0.0923
4_1_cts                 0.0300                315            0.504            3.07  0.0923
5_1_grt                 0.0322                315            0.395            3.11  0.0923
6_report                0.0286                315            0.545            3.05  0.0923
[layer usage]
metal,vias up,share of wire
met3,0,0.23
met1,52,0.45
met2,13,0.31
met5,-,0
li1,60,-
met4,0,0
[layout make-up]
| type | count | area [sq um] | share of cell area |
|---|---|---|---|
| Inverter | 10 | 37.5 | 0.119 |
| Multi-Input combinational cell | 4 | 80.1 | 0.254 |
| Tap cell | 46 | 57.6 | 0.183 |
| Timing Repair Buffer | 14 | 140 | 0.444 |
Power figures rest on the tool's default switching activity, not on a simulated workload.
